File: ./run.sh
#!/bin/bash
# OpenROAD 26Q1-2900-gdf79404cd8, Yosys 0.63+post, stock flow scripts
make -C /OpenROAD-flow-scripts/flow DESIGN_CONFIG=/design/flow/config.mk WORK_HOME=/design/flow/orfs finish
File: ./config.mk
export PLATFORM = sky130hd
export DESIGN_NAME = adder
export DESIGN_NICKNAME = adder
export VERILOG_FILES = /design/flow/design.v
export SDC_FILE = /design/flow/constraint.sdc
export NUM_CORES = 4
export LEC_CHECK = 1
export CORE_AREA = 10 10 70 70
export DIE_AREA = 0 0 80 80
File: ./constraint.sdc
current_design adder

set clk_period 1.9
set clk_io_pct 0.2

create_clock -name clk0 -period $clk_period

set non_clock_inputs [all_inputs -no_clocks]
set_input_delay [expr $clk_period * $clk_io_pct] -clock clk0 $non_clock_inputs
set_output_delay [expr $clk_period * $clk_io_pct] -clock clk0 [all_outputs]
File: ./design.v
`timescale 1ns / 1ps
module adder(
    input [3:0] a,b,
    output [4:0] y
    );
    assign y = a + b;
endmodule
interface adder_if;
    logic [3:0] a,b;
    logic [4:0] y;    
endinterface
==> notes.md <==
flow finished, numbers: outcome finished clean, hold path start b[2], First-pass DRT Iterations 1, DRT antenna net count 0, WP data required around 1.5 ns, Rows 21, Max Cap Viol 0, slew margin rel. about nine tenths, Register Area 0 um^2, die area between 0.006 and 0.007 mm^2, Switching Power 0.02678 mW, first-pass GRT wire length 814 um, post-DR vias/cell 2.080, sequential share of power 0%, Synth Cell Area 136.4 um^2, fin crit period 1.840 ns, fmax 543.6 MHz, area grow syn2layout 152.3%, unrepaired setup endpoints after global routing no, Synth Seq Share 0%, actual slew at the worst max-slew pin 0.1459 ns, Max IR drop VDD 0.03558 mV, WL/cell ~7.3 um, YS chip area 136.4 um^2, DRC Markers 0, Logic pwr share 100.0%, Final Hold Viols 0, Leak Pwr roughly 0.14 nW, CORE AREA 0.003416 mm^2, YS warnings 0, final-report max-slew violation count 0, number of warnings in the stage logs 32, drt total wl 546 um, GPL Wtd Cong 0.7710, hold path depth 5, seq_cells 0, critical path startpoint a[0], Switching Fraction roughly a third, initial antenna violation count 0, grt total ovfl 0, postcts setup bufs 0, FP Core Util 3.993%, WS Path Type input pin to output port, Yosys Instances 16, CP Launch Type input pin, vertical die size 80 um, Finish-stage setup viols 0, P per Cell Area approximately 220 mW/mm^2, Worst Setup End Kind output port, n_diodes 0, Post-DP HPWL 482.4 um, count of cell types in the netlist 9, WHS 1.346 ns, I/O Pins 13, share of layout cells above drive strength 1 approximately 45%, layout clock buffer count 0, Hold WC Path Type input pin to output port, starting DRC count in detailed routing 0, end-of-flow core utilization 10.07%, Tcrit/Tclk final 96.82%, Avg Cell Area, Syn 8.524 um^2, GRT Overall Usage 1.571%, I/O Buffers 13, critical path fanouts, max 2, cells after synthesis 16, largest net degree at the start of global routing 4, setup_tns 0 ns, Hold EP y[4], number of global-route vias before repair 165, Final Power between 0.07 and 0.08 mW, vias 156, chip width 80 um, Hold-fix buffers, CTS 0, part of the power in the clock network 0%, Worst Path Arrival 1.46 ns, Power Internal 0.04919 mW
per-layer routing:
metal	track usage, %	vias up	wire, um
met5	0	-	0
met3	1.364	0	133
li1	-	77	-
met1	2.046	68	245
met2	2.006	11	168
met4	0	0	0
Yosys cell counts:
library cell  count  area (um^2)
ha_1              4        50.05
inv_1             4        15.01
xnor2_1           2        17.52
a21o_1            1        7.510
a21oi_2           1        8.760
fa_1              1        20.02
nand2b_1          1        6.260
nor2b_1           1        6.260
o21ai_0           1        5.000
cells in the final DEF (no fill, tap or decap):
master / n
a21oi_2: 1
ha_1: 1
nor2b_2: 1
xnor2_1: 2
ha_4: 3
buf_4: 1
buf_2: 1
inv_2: 2
clkbuf_2: 2
clkdlybuf4s50_1: 3
fa_2: 1
dlygate4sd2_1: 5
a21o_1: 1
o21ai_1: 1
nand2b_1: 1
inv_1: 2
buf_6: 1
cells by family after synthesis:
logic type	Yosys count	synth area share, %
adder cells (fa/ha/maj)	5	51.38
AND-OR/OR-AND	3	15.60
XOR/XNOR	2	12.85
AND/OR/NAND/NOR	2	9.180
buffers and inverters	4	11.01
critical path: stages:
cell and delay [ns]:
buf_4 0.10, ha_4 0.13, inv_2 0.04, fa_2 0.54, inv_1 0.03, dlygate4sd2_1 0.23
area by class of cell:
type,count,area [um^2]
timing repair buffer,13,107.6
fill,402,3072
multi-input combinational,12,163.9
tap,46,57.56
inverter,4,15.01
how the worst max path moves through the flow:
stage / end / cells after the start
CTS: y[4] / 7
finish: y[1] / 6
global route: y[2] / 6
repair_timing:
action	in CTS	in global routing
pin swaps	6	3
setup endpoints to repair	5	1
hold endpoints to repair	0	0
resized	27	6
per-stage QoR:
step	instances	setup slack, ns	instance area (um^2)
after floorplan	16	0.3495	136.4
after global placement	75	-0.7198	324.1
after detailed placement	75	-0.7795	324.1
after CTS	75	0.01058	341.6
after global routing	75	0.01071	344.1
final	75	0.06033	344.1
power groups by stage:
stage	Sequential, mW	Combinational, mW	Clock, mW
6_report	0	0.0760	0
4_1_cts	0	0.0755	0
5_1_grt	0	0.0869	0
No activity file was given, so power comes from the tool's default toggle rates.
